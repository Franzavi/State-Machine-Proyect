`flow/config.mk`:
```
export PLATFORM = sky130hd
export DESIGN_NAME = SumFinal
export DESIGN_NICKNAME = SumFinal
export VERILOG_FILES = /design/flow/design.v
export SDC_FILE = /design/flow/constraint.sdc
export NUM_CORES = 4
export LEC_CHECK = 1
export CORE_AREA = 10 10 104 104
export DIE_AREA = 0 0 114 114
```
`flow/constraint.sdc`:
```
current_design SumFinal

set clk_period 7.0
set clk_io_pct 0.2

create_clock -name clk0 -period $clk_period [get_ports {clk}]

set non_clock_inputs [all_inputs -no_clocks]
set_input_delay [expr $clk_period * $clk_io_pct] -clock clk0 $non_clock_inputs
set_output_delay [expr $clk_period * $clk_io_pct] -clock clk0 [all_outputs]
```
`flow/design.v`:
```
`timescale 1ns / 1ps
module SumFinal(D,F,G,C,clk);
    input[15:0] D, F,G;
    input clk;
    output reg[15:0]C =0;
    always@(posedge clk)begin
    C <= D + F + G;
    end
endmodule
```
`flow/run.sh`:
```
#!/bin/bash
# OpenROAD 26Q1-2900-gdf79404cd8, Yosys 0.63+post, stock flow scripts
make -C /OpenROAD-flow-scripts/flow DESIGN_CONFIG=/design/flow/config.mk WORK_HOME=/design/flow/orfs finish
```
==> flow_summary.yaml <==
# synthesis and place-and-route metrics
status:
  outcome: "finished, final reports clean"
critical_path:
  path_max_fanout: 3
  required_ns: 7.13
  crit_family: "adder cells"
  crit_path_end_kind: "flop"
  critPathLaunchType: "input pin"
  worstPathBufferInverterCount: 2
  cp_cell_sequence: "clkdlybuf4s50_1 > fa_1 > ha_1 > inv_1 > fa_1 > nand2b_1 > a21oi_1 > o2111ai_1 > a41oi_2 > xnor2_1"
  slowest_delay_ns: 0.55
  worst_path_max_delay_cell: "fa_1"
  critical_path_arrival_ns: 3.97
  crit_path_frequent_cell: "fa_1"
  crit_type: "in2reg"
floorplanning:
  die_x_um: 114
  die_area_sq_um: 13000
  die_height_um: 114
  io_pins: 65
  core_area_sq_um: 8680
  num_rows: 34
  fp_util: 0.162
cts:
  clock_path_buffers: 2
  h-tree-depth: 1
  cts_tree: "yes"
  clk_pin_slew_ns: 0.06
  post_cts_resized: 0
  hold_buffers: 0
  numCtsBuffers: 3
  cts_setup_buffers: 0
  clock-sinks: 16
  cts-root-buf: "clkbuf_8"
pwr:
  power.internal_mw: 0.336
  clock_power_share: 0.138
  pwr-share-seq: 0.295
  p_leak_nw: 0.894
  power.total_mw: 0.484
  p_sw_frac: 0.306
  p_switching_mw: 0.148
  peakVddDrop_v: 0.0000876
  powerDensity_nw_per_um2: 218
  pwr-share-comb: 0.567
global_route:
  grtUsageMet3: 0.0255
  antenna_found_initial: 0
  grt_busiest_layer: "met2"
  grt-ovfl-total: 0
  globalRouteMet1Util: 0.0726
  grt_usage: 0.0554
  grt_max_degree: 9
  grt_pass1_vias: 1272
  use_met2: 0.0873
  grt_pass1_wl_um: 5990
synthesis:
  syn-cell-area_sq_um: 1410
  ys_ff: 16
  syn_inst: 137
  edf_count: 0
  ys_seq_frac: 0.228
  yosys_warnings: 1
  ys_cells: 137
  synth.distinct_cells: 34
  yosys_area_sq_um: 1410
  syn_avg_cell_area_sq_um: 10.3
  flop_cell: "dfxtp_1"
  async_reset_ff_frac: 0
run:
  maxCapViolCount: 0
  warnings: 25
routing:
  viasPerCell: 3.78
  wl_per_cell_um: 11.3
  finalWirelength_um: 3520
  vias: 1179
  n_antenna_cell: 0
  drcViolationCount: 0
  first_pass_iters: 4
  first_iter_violations: 24
  final_antenna_net_count: 0
sta:
  tightest_slew_ns: 0.420
  rsz0062_at_grt: "no"
  fmax_mhz: 260
  report.final.slew_viol_count: 0
  setup_violations: 0
  maxSlewHeadroom: 0.720
  period_used_share: 0.549
  hold_viol_final: 0
  fin_crit_ns: 3.84
  tns_ns: 0
cells_and_area:
  layout-drive-gt1-share: 0.0588
  reg_top3: "C x16"
  largest_reg_flops: 16
  layout_top_cell: "clkdlybuf4s50_1"
  layout_top_cells: "clkdlybuf4s50_1 (64), dfxtp_1 (16), fa_1 (16)"
  area_growth_pct: 58.1
  n_fill_cell: 947
  top_register: "C"
worst_hold_path:
  hold_class: "in2reg"
place:
  hpwl_um: 3260
  gp_congestion: 0.790
  port_buffers: 64
## power by group through the flow
stage	combinational, mW	sequential [mW]	clock (mW)
final	0.275	0.143	0.0670
after CTS	0.284	0.143	0.0715
after global routing	0.313	0.147	0.0760
## area by class of cell
| class | count | area, sq um | share of cell area |
|---|---|---|---|
| well taps | 108 | 135 | 0.0608 |
| flip-flops and latches | 16 | 320 | 0.144 |
| clock buffers | 3 | 41.3 | 0.0186 |
| inverters | 14 | 52.6 | 0.0236 |
| multi-input cells | 107 | 1030 | 0.465 |
| repair buffers | 64 | 641 | 0.288 |
## final timing paths
| check | endpoint | depth (start not counted) | startpoint | slack [ns] |
|---|---|---|---|---|
| worst max-delay path | C[15] | 10 | D[1] | 3.16 |
| worst min-delay path | C[0] | 4 | G[0] | 1.86 |
## tightest hold or removal path, delay by kind of cell
family | cells | cell delay (ns)
adders and majority gates | 1 | 0.16
buffers and inverters | 3 | 0.51
## per-layer routing
metal  part of all wire  vias up  routed length, um
li1                   -      608                  -
met1               0.47      519               1670
met2               0.41       52               1440
met3               0.11        0                404
met4                  0        0                  0
met5                  0        -                  0
## kinds of logic (layout without fill, tap and decap cells)
family                   after synthesis  after routing  share of synthesized area
multiplexers                           1              1                    0.00712
adder cells (fa/ha/maj)               30             30                      0.353
buffers and inverters                 14             81                     0.0374
AND-OR/OR-AND                         34             34                      0.179
XOR/XNOR                              13             13                     0.0810
AND/OR/NAND/NOR                       29             29                      0.115
flip-flops                            16             16                      0.228
## synthesized netlist by cell type (2+ instances only)
| master | number | area share |
|---|---|---|
| nand2b_1 | 3 | 0.013 |
| fa_1 | 16 | 0.23 |
| inv_1 | 14 | 0.037 |
| o211ai_1 | 2 | 0.011 |
| xor2_1 | 4 | 0.025 |
| a31oi_1 | 3 | 0.013 |
| a21oi_2 | 2 | 0.012 |
| xnor2_1 | 9 | 0.056 |
| a21oi_1 | 11 | 0.039 |
| a21o_1 | 4 | 0.021 |
| o21ai_0 | 3 | 0.011 |
| nor2_1 | 5 | 0.013 |
| nand2_1 | 10 | 0.027 |
| ha_1 | 14 | 0.12 |
| dfxtp_1 | 16 | 0.23 |
| o21ai_1 | 2 | 0.0071 |
| nor2b_1 | 2 | 0.0089 |
## through the flow
stage	area, sq um	hold slack, ns	worst slack (ns)	std cells	util
4_1_cts	2220	1.86	3.13	312	0.256
3_3_place_gp	2180	2.08	2.94	309	0.251
6_report	2220	1.86	3.16	312	0.256
3_5_place_dp	2180	2.07	2.87	309	0.251
2_1_floorplan	1410	1.66	3.57	137	-
5_1_grt	2220	1.89	2.97	312	0.256
Power figures rest on the tool's default switching activity, not on a simulated workload.
