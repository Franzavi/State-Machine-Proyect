$ cat /design/flow/design.v
`timescale 1ns / 1ps
module Datapath(multien,sumen,Consten,counten,A,B,C,count,clk, reset);
input multien,sumen,Consten,counten, reset;
input [3:0]A;
input [3:0]B;
output [15:0]C;
wire[15:0]D,F;
output [3:0] count;
input clk;
Multiplicador Multi(.A(A),.B(B),.C(D), .multien(multien), .reset(reset), .clk(clk));  
Sumador Sum(.A(A),.B(B),.C(F), .sumen(sumen), .reset(reset), .clk(clk),.Consten(Consten));  
counter counter (.clk(clk), .count(count), .counten(counten), .reset(reset));  
assign C = D+F;  
endmodule
`timescale 1ns / 1ps
module Multiplicador(A,B,C, multien, reset, clk);
input [3:0]A,B;
input clk,multien,reset;
output reg [15:0]C =0;
always@(posedge clk) begin
    if(reset)begin
    C <=0;
    end
    else if(multien)begin
    C <= C + (A*B);
    end
    else begin
    C <= C;
    end
end
endmodule
`timescale 1ns / 1ps
module Sumador(A,B,C, sumen, reset, clk, Consten);
input [3:0]A,B;
input clk, sumen,reset, Consten;
output reg [15:0]C = 0;
always@(posedge clk) begin
    if(reset)begin
    C <= 0;
    end
    else if(sumen)begin
    C <= C + A + B;
    end
    else if(Consten)begin
    C <= C+5;
    end
    else begin
    C <= C;
    end
end
endmodule
`timescale 1ns / 1ps
module counter(clk, count, counten, reset);
input clk;
output [3:0]count = 0;
input counten, reset;
reg [3:0]count;
always@(posedge clk)begin
    if(reset)begin
    count <=0;
    end
    else if(counten)begin
    count <= count+1;
    end
    else begin
    count <= count;
    end
end
endmodule
$ cat /design/flow/config.mk
export PLATFORM = sky130hd
export DESIGN_NAME = Datapath
export DESIGN_NICKNAME = Datapath
export VERILOG_FILES = /design/flow/design.v
export SDC_FILE = /design/flow/constraint.sdc
export NUM_CORES = 4
export LEC_CHECK = 1
export CORE_UTILIZATION = 30
$ cat /design/flow/constraint.sdc
current_design Datapath

set clk_period 11.7
set clk_io_pct 0.2

create_clock -name clk0 -period $clk_period [get_ports {clk}]

set non_clock_inputs [all_inputs -no_clocks]
set_input_delay [expr $clk_period * $clk_io_pct] -clock clk0 $non_clock_inputs
set_output_delay [expr $clk_period * $clk_io_pct] -clock clk0 [all_outputs]
$ cat /design/flow/run.sh
#!/bin/bash
# OpenROAD 26Q1-2900-gdf79404cd8, Yosys 0.63+post, stock flow scripts
make -C /OpenROAD-flow-scripts/flow DESIGN_CONFIG=/design/flow/config.mk WORK_HOME=/design/flow/orfs finish
==> flow_summary.ini <==
; generated from flow reports
[final_timing]
finalClockPeriodUsage_pct = 56.2
period_minus_slack_ns = 6.57
drv_slew = 0
tightest_slew_ns = 0.734
max_slew_margin_pct = 50.9
fin_skew_ns = 0.0150
fmax_mhz = 152
finalSetupTns_ns = 0
hold_viol_final = 0
rsz0062_at_grt = no
setup_violations = 0

[setup_path]
r2r_slack_ns = 8.75
crit_type = in -> reg
end_kind = register
path_max_fanout = 5
startpoint_type = primary input
required_ns = 11.87
worstReg2RegStart = Sum.C[1]$_SDFFE_PP0P_
reg2reg_depth = 9
reg2reg_to = Sum.C[15]$_SDFFE_PP0P_
cp_slowest_stage_delay_ns = 0.60
arrival_ns = 6.74
crit_slowest_cell = clkdlybuf4s50_1
path_cells = clkdlybuf4s50_1, nand2_1, fa_1, inv_1, fa_1, inv_1, fa_1, inv_1, a21o_1, a21oi_1, xnor2_1, ha_1, nand2_1, o21ai_0, nand2_1, o31ai_1, mux2_1

[detailed_routing]
vias = 2900
dr.pass1.iters = 4
antenna-diode-count = 0
wire_per_inst_um = 13.3
first_iter_violations = 136
wl_um = 7520
drt.antenna.violating_nets = 0
viasPerCell = 5.14
drc = 0

[clock_network]
ctsRootBufferMaster = clkbuf_8
tritoncts = done
cts-hold-fix-buffers = 0
clockBufferDepth = 2
clk_pin_slew_ns = 0.08
htree_levels = 2
post_cts_resized = 0
cts_sinks = 32
cts_buffers = 5
postCtsSetupBuffers = 0
clk_latency_ns = 0.29

[placement]
place_area_um2 = 3760
place.gp.congestion = 0.928
dp_hpwl_um = 5930
io_buffers = 28

[floorplan]
chipWidth_um = 108
fp.dieH_um = 108
core_um2 = 10900
die_area_um2 = 11600
initCoreUtil_pct = 30.9
ioPinCount = 34
rows = 38

[logic_synthesis]
syn-cell-area_um2 = 3360
top_area_cell = dfxtp_1
edf_count = 0
ys_area_um2 = 3360
top_cells_by_area = dfxtp_1 19%, ha_1 17%, xnor2_1 8.3%
synth_cells = 399
yosys_warnings = 4
syn-mean-instance-area_um2 = 8.43
synth.distinct_cells = 57
ff_type = dfxtp_1
async_flop_share_pct = 0
ys_cells = 399
ys_seq_share_pct = 19.1
ys_ff = 32
post-synth-top-area-fraction_pct = 19.1
synth.top_cells.by_count = 45 x ha_1, 45 x nor2_1, 32 x dfxtp_1, 32 x xnor2_1, 25 x inv_1

[worst_hold_path]
hp-start = Multi.C[2]$_SDFFE_PP0P_
holdPathEnd = Multi.C[2]$_SDFFE_PP0P_
holdPathStages = 2
min_path_type = reg -> reg

[global_route]
grt_pass1_wl_um = 13300
met2_usage_pct = 22.5
grt_pass1_vias = 2791
grt_use_met3_pct = 1.79
grtUsageMet1_pct = 21.9
grt.busiest_layer = met2
grt.overflow.total = 0
antenna_found_initial = 0
grt_usage_pct = 14.3
grt_max_degree = 39

[run_status]
outcome = finished, final reports clean

[pwr]
powerDensity_nw_per_um2 = 125
p_leak_uw = 0.00173
peakVddDrop_mv = 0.0583

[layout]
n_fill_cell = 1069
syn_to_final_growth_pct = 15.7
drive_above_1_share_pct = 4.72
final_area_um2 = 3890

[job]
warnings = 31
cap_violations = 0
-- cells by family (layout without fill, tap and decap cells) --
logic type | count (synthesis) | after routing | share of synthesized area [%]
adder cells (fa/ha/maj) | 56 | 56 | 23.3
buffers and inverters | 40 | 62 | 4.99
other | 1 | 4 | 0.112
XOR/XNOR | 38 | 38 | 9.90
AND-OR/OR-AND | 93 | 93 | 19.9
flip-flops | 32 | 32 | 19.1
multiplexers | 11 | 11 | 3.46
AND/OR/NAND/NOR | 128 | 128 | 19.3
-- sequential cells by signal (all words and copies together), names as in the netlist --
register,cells
Multi.C,16
Sum.C,16
-- layout by cell type, fill, tap and decap left out, types with 7 or more instances in the layout --
cell             instances
dfxtp_1                 32
a21o_1                  14
clkdlybuf4s50_1         28
xnor2_1                 32
fa_1                    11
nand3_1                 13
nand4_1                  8
nor2b_1                  8
ha_1                    45
nand2_1                 18
clkbuf_8                 7
and2_1                   8
nor2_1                  45
a211oi_1                10
and3_1                   7
a21oi_1                 24
inv_1                   25
-- per-stage QoR --
step	setup slack (ns)	total power, µW	hold WS (ns)	instances	util (%)
after global routing	4.82	526	0.565	564	35.7
after CTS	5.10	489	0.539	564	35.7
after global placement	4.87	365	0.514	556	34.6
after floorplan	5.85	294	0.483	402	-
final	5.13	485	0.532	564	35.7
after detailed placement	4.83	369	0.531	556	34.6
-- layout make-up --
| cell class | instances | area (µm²) | share of cell area [%] |
|---|---|---|---|
| clock buffer | 7 | 96.3 | 2.48 |
| clock inverter | 1 | 30.0 | 0.772 |
| inverter | 25 | 93.8 | 2.41 |
| multi-input combinational | 330 | 2560 | 66.0 |
| sequential | 32 | 641 | 16.5 |
| tap | 140 | 175 | 4.50 |
| timing repair buffer | 29 | 288 | 7.40 |
-- how the worst max path moves through the flow --
stage / start / end / slack, ns / depth (start not counted)
CTS: B[3] / Multi.C[15]$_SDFFE_PP0P_ / 5.10 / 17
finish: B[3] / Multi.C[15]$_SDFFE_PP0P_ / 5.13 / 17
global route: B[3] / Multi.C[15]$_SDFFE_PP0P_ / 4.82 / 17
-- critical path, delay by kind of cell --
kind            cells  cell delay, ns
compound gates      4            0.82
xor+xnor            1            0.18
fa+ha+maj           4            1.91
buf+inv             4            0.78
mux                 1            0.34
simple gates        3            0.36
-- layer usage --
layer | part of all wire [%] | vias to the layer above
met5 | 0 | -
met4 | 0.77 | 0
met3 | 2.3 | 7
met2 | 47 | 42
met1 | 50 | 1380
li1 | - | 1471
-- power by group --
part | leakage [µW] | internal, µW | total (µW) | switching (µW)
Combinational | 0.00141 | 113 | 227 | 115
Clock | 0.0000645 | 75.2 | 119 | 44.2
Sequential | 0.000261 | 121 | 139 | 17.8
Total | 0.00173 | 309 | 485 | 177
Power figures rest on the tool's default switching activity, not on a simulated workload.
